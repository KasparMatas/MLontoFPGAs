**flow/design.v**
```verilog
`timescale 1ns / 1ps
module relu_cell#(
        parameter DATA_WIDTH = 8,
        parameter RESULT_WIDTH = 16,
        parameter INDEX_WIDTH = 10,
        parameter CELL_AMOUNT = 4
    ) (
        input wire clk,
        input wire [RESULT_WIDTH:0] input_result,
        output reg [INDEX_WIDTH-1:0] output_index,
        output reg [DATA_WIDTH-1:0] output_value,
        output reg output_enable
    );
reg [INDEX_WIDTH-1:0] index;
initial begin
    index = 0;
end
always @ (posedge clk) begin #1
    if (input_result[RESULT_WIDTH]) begin
        if (input_result[RESULT_WIDTH-1]) output_value <= 0;
        else output_value <= input_result[RESULT_WIDTH-1:0];
        if (index == CELL_AMOUNT) begin
            output_index <= 0;
            index <= 1;
        end
        else begin
            output_index <= index;
            index <= index + 1;
        end
        output_enable <= 1;
    end
    else begin 
        output_enable <= 0;
        output_index <= 0;
        output_value <= 0;
    end
end
endmodule
```
**flow/run.sh**
```bash
#!/bin/bash
# OpenROAD 26Q1-2900-gdf79404cd8, Yosys 0.63+post, stock flow scripts
make -C /OpenROAD-flow-scripts/flow DESIGN_CONFIG=/design/flow/config.mk WORK_HOME=/design/flow/orfs finish
```
**flow/config.mk**
```make
export PLATFORM = sky130hd
export DESIGN_NAME = relu_cell
export DESIGN_NICKNAME = relu_cell
export VERILOG_FILES = /design/flow/design.v
export SDC_FILE = /design/flow/constraint.sdc
export NUM_CORES = 4
export LEC_CHECK = 1
export CORE_AREA = 10 10 108 108
export DIE_AREA = 0 0 118 118
```
**flow/constraint.sdc**
```tcl
current_design relu_cell

set clk_period 2.5
set clk_io_pct 0.2

create_clock -name clk0 -period $clk_period [get_ports {clk}]

set non_clock_inputs [all_inputs -no_clocks]
set_input_delay [expr $clk_period * $clk_io_pct] -clock clk0 $non_clock_inputs
set_output_delay [expr $clk_period * $clk_io_pct] -clock clk0 [all_outputs]
```
==> flow_summary.yaml <==
# flow metrics
placed_design:
  hpwl_mm: 1.59
  placedCellCount: 235
  placed_area_um2: 1480
  portBuffers: 29
  gp_congestion: 0.780
clock_network:
  post_cts.repair.setup_buffers: 0
  clkTransAtPathRegs_ns: 0.07
  cts_buffers: 5
  cts_tree: "built"
  insertion_delay_ns: 0.27
  cts_sinks: 29
  cts_max_path_buffers: 2
  cts_resized: 0
  cts.htree.levels: 2
  cts_root_buf: "clkbuf_8"
  holdBufCountCts: 0
drt:
  firstDrtPassIters: 2
  drt_iter0_drc: 31
  wl_mm: 2.18
  ant_nets: 0
  via_count: 653
  routed_via_density: 2.69
  wl_per_cell_um: 8.97
  drc: 0
  antenna_cells: 0
setup_path:
  worstSetupStartpointType: "flip-flop"
  crit_fanout: 1
  crit_family: "buffers and inverters"
  critPathRequiredTime_ns: 2.00
  path_class: "reg -> out"
  cp_slowest_cell: "clkdlybuf4s50_1"
  critPathCaptureType: "output pin"
  cp_slowest_stage_delay_ns: 0.48
  reg2reg_depth: 3
  cp_num_buf_inv: 1
  cp_data_arrival_time_ns: 1.07
  path_depth: 1
  worstPathCellList: "clkdlybuf4s50_1"
timing:
  fin_crit_sh_pct: 62.7
  relSlewSlack_pct: 71.4
  max_freq_ghz: 0.638
  setup_viol: 0
  rsz0062_at_grt: "no"
  final_max_slew_viol_count: 0
  finalClockSkew_ns: 0.00305
  worstMarginPinSlew_ns: 0.427
  min_period_ns: 1.57
  hold_viol: 0
  tns_ns: 0
synthesis:
  top_cells_by_count: "dfxtp_1 (19), and2_1 (17), edfxtp_1 (10)"
  synth-main-ff-cell: "dfxtp_1"
  synth_area_leader_cell: "dfxtp_1"
  synthDistinctLibCells: 19
  ys_warn_count: 1
  yosys.area.top_type_share_pct: 37.0
  enable_flop_cells: 10
  synth_top_cell_by_count: "dfxtp_1"
  syn_area_um2: 1030
  syn_area_per_cell_um2: 13.3
  synth_stat.cells: 77
  area_leaders: "dfxtp_1 (37%), edfxtp_1 (29%), and2_1 (10%)"
  ys.flops: 29
  synthArstFlopShare_pct: 0
  ys_seq_share_pct: 66.3
  ys_chip_area_um2: 1030
  netlist_instances: 77
finish:
  n_fill_cell: 1063
  layout-drive-gt1-share_pct: 11.4
  syn_to_final_growth_pct: 53.7
  fin_util_pct: 17.0
  final_area_um2: 1580
  fin_cells: 243
global_routing:
  gr-total-overflow: 0
  grt_pass1_vias: 721
  grt_util_all_layers_pct: 3.08
  antenna_found_initial: 0
  grt_pass1_wl_mm: 3.55
  grt_max_degree: 22
pwr:
  p_int_mw: 0.816
  comb_power_share_pct: 9.1
  seq_power_share_pct: 52.1
  p_sw_mw: 0.237
  vdd_drop_max_v: 0.000172
  p_leak_nw: 0.584
  cellPowerDensity_nw_per_um2: 667
  clkPwrFrac_pct: 38.8
  swShare_pct: 22.5
floorplanning:
  die-area_um2: 13900
  fp_util_pct: 11.1
  num_io_pins: 37
  rows: 35
  coreArea_um2: 9280
  die_y_um: 118
  die_x_um: 118
outcome:
  status: "finished clean"
min_path:
  hold_path_class: "reg -> reg"
  hold_depth: 1
job:
  drv_cap: 0
  warnings: 33
## routing by layer
layer  wire length (um)  GRT usage (%)  up-vias
li1                   -              -      332
met1                957           3.41      300
met2                996           5.07       19
met3                168           1.51        2
met4                 56           1.00        0
met5                  0              0        -
## kinds of logic (layout without fill, tap and decap cells)
family,count (synthesis),count (layout),synth area share (%)
and+or+nand+nor,35,35,23.4
xor gates and xnor gates,8,8,6.82
DFF,29,29,66.3
adders and majority gates,2,2,2.44
buffers and inverters,3,40,1.10
## metrics by stage
step	setup slack, ns	hold WS (ns)	power, mW
detailed placement	0.723	0.556	0.658
finish	0.932	0.563	1.05
global placement	0.756	0.559	0.658
global route	0.867	0.589	1.11
CTS	0.901	0.573	1.08
floorplan	1.14	0.514	0.591
## state kept, by name (all words and copies together), names as in the netlist
| register | flops |
|---|---|
| output_index | 10 |
| output_enable | 1 |
| index | 10 |
| output_value | 8 |
## final cells by class
cell class | instances | area, um2 | share of cell area (%)
clock inverter | 2 | 13.8 | 0.872
multi-input combinational | 45 | 335 | 21.2
clock buffer | 6 | 82.6 | 5.23
timing repair buffer | 30 | 298 | 18.9
sequential | 29 | 681 | 43.1
inverter | 2 | 7.51 | 0.475
tap | 129 | 161 | 10.2
## final timing paths
check	startpoint	endpoint	slack, ns
max reg2reg	index[4]	index[3]	1.01
min reg2reg	index[1]	output_index[1]	0.56
min	index[1]	output_index[1]	0.56
max	output_value[1]	output_value[1]	0.93
## power groups by stage
stage | clock, mW | sequential (mW) | combinational (mW)
4_1_cts | 0.433 | 0.549 | 0.0993
5_1_grt | 0.445 | 0.555 | 0.107
6_report | 0.408 | 0.549 | 0.0959
## layout by cell type, fill, tap and decap left out
cell	Yosys	layout
edfxtp_1	10	10
nand4_1	2	2
buf_4	0	1
clkinv_4	0	1
and3_2	1	1
and3_1	4	4
nand2_1	2	2
and2_2	1	1
nor2b_1	1	1
and2_1	17	17
xor2_1	2	2
xnor2_1	6	6
ha_1	2	2
nor4b_4	1	1
dfxtp_1	19	19
and4_1	1	1
clkbuf_8	0	6
clkdlybuf4s50_1	0	29
nand3_1	3	3
nor3_1	1	1
clkinv_2	0	1
nand4b_2	1	1
inv_1	2	2
Power figures rest on the tool's default switching activity, not on a simulated workload.
