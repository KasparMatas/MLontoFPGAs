==> design.v <==
`timescale 1ns / 1ps
module multiply_and_add #(
    parameter DATA_WIDTH = 8,
    parameter RESULT_WIDTH = 16
    ) (
    input wire signed [RESULT_WIDTH-1:0] add_value,
    input wire signed [DATA_WIDTH-1:0] input_value,
    input wire signed [7:0] weight_value,
    output wire signed [RESULT_WIDTH-1:0] output_value
    );
assign output_value = add_value + input_value * weight_value;
endmodule
`timescale 1ns / 1ps
module universal_weight_comp_cell #(
        parameter DATA_WIDTH = 8,
        parameter RESULT_WIDTH = 16,
        parameter INDEX_WIDTH = 10,
        parameter WEIGHT_AMOUNT = 4,
        parameter [8*WEIGHT_AMOUNT-1:0] WEIGHTS = {8'd0, 8'd0, 8'd0, 8'd0},
        parameter WEIGHT_OFFSET = 0,  
        parameter INPUT_OFFSET = 0,  
        parameter INPUT_AMOUNT = 4
    ) (
        input wire clk,
        input wire [INDEX_WIDTH-1:0] input_index,
        input wire [INPUT_AMOUNT*DATA_WIDTH-1:0] input_value,
        input wire [RESULT_WIDTH:0] input_result,
        input wire input_enable,
        output reg [INDEX_WIDTH-1:0] output_index,
        output reg [INPUT_AMOUNT*DATA_WIDTH-1:0] output_value,
        output reg [RESULT_WIDTH:0] output_result,
        output reg output_enable
    );
reg [RESULT_WIDTH-1:0] accumulator;
reg [RESULT_WIDTH:0] result;
wire [(INPUT_AMOUNT+1)*RESULT_WIDTH-1:0] joint_accumulator; 
generate 
    genvar i;
    for (i = 0; i<INPUT_AMOUNT; i = i + 1) begin : mac_block 
        multiply_and_add #(
            .DATA_WIDTH(DATA_WIDTH),
            .RESULT_WIDTH(RESULT_WIDTH)
        ) mac (
            .add_value(joint_accumulator[RESULT_WIDTH*i +: RESULT_WIDTH]),
            .input_value(input_value[DATA_WIDTH*i +: DATA_WIDTH]),
            .weight_value(WEIGHTS[8*(input_index*INPUT_AMOUNT+i) +: 8]),
            .output_value(joint_accumulator[RESULT_WIDTH*(i+1) +: RESULT_WIDTH])
        );
    end
endgenerate
initial begin 
    result = 0; 
    accumulator = 0;
end
assign joint_accumulator[0 +: RESULT_WIDTH] = accumulator;
always @ (posedge clk) begin #1
    if (input_enable) begin
        if (input_index*INPUT_AMOUNT == WEIGHT_AMOUNT-INPUT_AMOUNT && input_result[RESULT_WIDTH]) begin
            result <= {1'b1, joint_accumulator[RESULT_WIDTH*INPUT_AMOUNT +: RESULT_WIDTH]};
            accumulator <= 0; 
        end
        else accumulator <= joint_accumulator[RESULT_WIDTH*INPUT_AMOUNT +: RESULT_WIDTH]; 
        output_value <= input_value;
        output_index <= input_index;
        output_enable <= input_enable;
    end
    else begin
        output_value <= 0;
        output_index <= 0;
        output_enable <= 0;
    end
    if (input_result[RESULT_WIDTH]) output_result <= input_result;
    else begin
        if (result[RESULT_WIDTH]) begin 
            output_result <= result;
            result[RESULT_WIDTH] <= 1'b0;
        end
        else if (input_enable && input_index*INPUT_AMOUNT == WEIGHT_AMOUNT-INPUT_AMOUNT) begin
            output_result <= {1'b1, joint_accumulator[RESULT_WIDTH*INPUT_AMOUNT +: RESULT_WIDTH]};
            accumulator <= 0;
        end
        else output_result <= 0; 
    end
end
endmodule
==> run.sh <==
#!/bin/bash
# OpenROAD 26Q1-2900-gdf79404cd8, Yosys 0.63+post, stock flow scripts
make -C /OpenROAD-flow-scripts/flow DESIGN_CONFIG=/design/flow/config.mk WORK_HOME=/design/flow/orfs finish
==> config.mk <==
export PLATFORM = sky130hd
export DESIGN_NAME = universal_weight_comp_cell
export DESIGN_NICKNAME = universal_weight_comp_cell
export VERILOG_FILES = /design/flow/design.v
export SDC_FILE = /design/flow/constraint.sdc
export NUM_CORES = 4
export LEC_CHECK = 1
export CORE_UTILIZATION = 50
==> constraint.sdc <==
current_design universal_weight_comp_cell

set clk_period 3.0
set clk_io_pct 0.2

create_clock -name clk0 -period $clk_period [get_ports {clk}]

set non_clock_inputs [all_inputs -no_clocks]
set_input_delay [expr $clk_period * $clk_io_pct] -clock clk0 $non_clock_inputs
set_output_delay [expr $clk_period * $clk_io_pct] -clock clk0 [all_outputs]
==> results.ini <==
[status]
status=finished, final reports clean

[power_and_ir_drop]
p_per_area_nw_per_um2=549.9
power.leakage_uw=0.001682
max-vdd-ir-drop_mv=0.3750

[cts]
cts_setup_buffers=0
hold_buffers=0
insertion_delay_ps=340
cts_tree=done
root_buffer=clkbuf_8
cts_made_buffers=9
clk_pin_slew_ps=80
cts_max_path_buffers=2
clock-sinks=93
h-tree-depth=3
post_cts_resized=0

[critical_path]
critPathMaxStageDelay_ps=460
crit_start=input_index[3]
required_ps=3030
cpMaxStageDelayCell=clkdlybuf4s50_1
reg2reg_from=result[16]
cp_data_arrival_time_ps=2040
worstSetupPathType=input port to flip-flop
cp-end-kind=flip-flop
crit_path_start_kind=input port
path_cells=clkdlybuf4s50_1 > nor4_4 > and3_2 > and2_1 > buf_4
cp_max_fo=16

[die]
dieWidth_um=77.82
row_count=27
core-area_um2=5507
die_h_um=77.82
pin_count=121
dieArea_um2=6055
fp_util_pct=52.19

[layout]
final_layout_top_logic_cells=120 x clkdlybuf4s50_1, 77 x dfxtp_1, 58 x and2_1
fill_cells=359
drive_gt1_share_pct=7.429
syn_to_final_growth_pct=51.15
lay_top_count=clkdlybuf4s50_1

[synthesis]
yosys-stat-area_um2=2874
area_leaders=dfxtp_1 54%, edfxtp_1 17%, and2_1 13%
synth.top_cell.area_share_pct=53.64
synth_flops=93
ys_seq_share_pct=70.35
syn_area_um2=2874
syn_inst=222
yosys_warnings=1
largest_area_cell=dfxtp_1
ys_cells=222
ys_types=21
synth.avg_cell_area_um2=12.95

[final_timing]
post-route-period-util_pct=67.14
whs_ps=449.8
worst_slew_pin_slew_ps=492.7
tns_ps=0
max_slew_margin_pct=67.03
hold_viol=0
setup_ws_ps=985.7
drv_slew=0
finClkSkew_ps=7.727
fin_crit_ps=2014
rsz0062_at_grt=false
setup_viol=0
timing.fmax_ghz=0.4964

[grt]
first_global_vias=1888
grt_pass1_wl_mm=8.783
gr-total-overflow=0
grt_use_total_pct=19.73
grt_max_degree=44
antenna_found_initial=0

[detailed_routing]
drtPass1Iterations=4
num_vias=1952
vias_per_cell=4.626
antenna_cells=0
drc_errors=0
wl_per_cell_um=13.14
wl_mm=5.547
ant_nets=0
drt_iter0_drc=125

[job]
maxCapViolations=0
warnings=26

[place]
port_buffers=120
place_congestion=0.7998
hpwlAfterDp_mm=3.807
place_ws_ps=635.4

[hold_path]
hp-start=accumulator[3]
hold_path.class=flip-flop to flip-flop

synth_stat cells (all sizes together):
cell type / instances
a22oi: 16
and2: 59
and3: 1
buf: 4
clkbuf: 8
dfxtp: 77
edfxtp: 16
nand2b: 16
nand4b: 2
nor2b: 1
nor3b: 1
nor4: 3
o21a: 1
o21ai: 16
or3: 1
final timing paths:
kind / cells past startpoint / slack (ps) / end
hold / removal: 0 / 450 / result[3]
setup / recovery: 5 / 990 / result[6]
hold reg to reg: 0 / 450 / result[3]
setup reg to reg: 3 / 1470 / output_result[1]
final cells by class:
cell class	count	area (µm²)	area share (%)
clock inverter	7	90.09	2.074
tap	72	90.09	2.074
multi-input combinational	117	787.0	18.12
sequential	93	2022	46.54
timing repair buffer	124	1231	28.34
clock buffer	9	123.9	2.851
registers in the layout (all words and copies together), names as in the netlist:
signal,cells
output_value,32
accumulator,16
result,17
output_enable,1
output_index,10
output_result,17
through the flow:
step / cells / utilization (%) / power (µW) / cell area, µm²
floorplan: 222 / - / 1380 / 2874
global placement: 406 / 75.01 / 1554 / 4130
detailed placement: 406 / 75.01 / 1556 / 4130
CTS: 422 / 78.89 / 2415 / 4344
global route: 422 / 78.89 / 2479 / 4344
finish: 422 / 78.89 / 2389 / 4344
power breakdown:
group / internal [µW] / switching [µW]
Sequential: 1310 / 10.2
Combinational: 163 / 46.9
Clock: 465 / 398
Total: 1930 / 455
critical path, delay by kind of cell:
family | cells | cell delay (ps)
and+or+nand+nor | 3 | 740
buffers and inverters | 2 | 690
cell families (layout without fill, tap and decap cells):
group                  Yosys count  count (layout)  synth area share (%)
AND-OR/OR-AND                   33              33                 7.227
AND/OR/NAND/NOR                 84              84                 20.16
buffers and inverters           12             140                 2.264
flip-flops                      93              93                 70.35
layer usage:
layer	vias up	track usage, %	wire, µm
li1	983	-	-
met3	11	9.080	651
met1	870	29.77	2362
met4	0	4.717	100
met2	88	27.61	2433
met5	-	0	0
Power figures rest on the tool's default switching activity, not on a simulated workload.
